--- constraint.sdc ---
current_design freg

set clk_period 1.0
set clk_io_pct 0.2

create_clock -name clk0 -period $clk_period [get_ports {clk}]

set non_clock_inputs [all_inputs -no_clocks]
set_input_delay [expr $clk_period * $clk_io_pct] -clock clk0 $non_clock_inputs
set_output_delay [expr $clk_period * $clk_io_pct] -clock clk0 [all_outputs]
--- design.v ---
module freg(input clk, input [63:0] f_pc, output reg [63:0] F_predPC);
always @(posedge clk)
begin
    F_predPC <= f_pc;
end
endmodule
--- config.mk ---
export PLATFORM = sky130hd
export DESIGN_NAME = freg
export DESIGN_NICKNAME = freg
export VERILOG_FILES = /design/flow/design.v
export SDC_FILE = /design/flow/constraint.sdc
export NUM_CORES = 4
export LEC_CHECK = 1
export CORE_AREA = 10 10 109 109
export DIE_AREA = 0 0 119 119
--- run.sh ---
#!/bin/bash
# OpenROAD 26Q1-2900-gdf79404cd8, Yosys 0.63+post, stock flow scripts
make -C /OpenROAD-flow-scripts/flow DESIGN_CONFIG=/design/flow/config.mk WORK_HOME=/design/flow/orfs finish
==> results.cfg <==
; yosys + openroad results
[run_status]
outcome = completed

[synth]
enable_flop_cells = 0
yosysCellCount = 64
area_leaders = dfxtp_1 100%
top_cell = dfxtp_1
netlist.area_leader.share_pct = 100
yosysTopAreaCell = dfxtp_1
ys_seq_share_pct = 100
synth.top_cells.by_count = 64 x dfxtp_1
ys_ff = 64
synthDistinctLibCells = 1
yosys_warnings = 1
ys_area_um2 = 1280
synth_cells = 64
synthArstFlopShare_pct = 0
syn_area_per_cell_um2 = 20.0
synth-main-ff-cell = dfxtp_1
synth_area_um2 = 1280

[worst_hold_path]
worstHoldPathType = input pin to flip-flop

[power_and_ir_drop]
fin_total_pwr_w = 0.00531
ir_worst_vdd_uv = 758
power.density_nw_per_um2 = 2030
power.leakage_nw = 1.14

[sta]
fin_ws_ps = 62.3
slew_headroom_pct = 93.4
drv_slew = 0
finalHoldViolCount = 0
rsz0062_at_grt = false
setup_viol = 0
max_freq_mhz = 1070
fin_crit_sh_pct = 93.8
layout_min_cycle_time_ps = 938
setup_tns_ps = 0
worst_pin_slew_ps = 98.3

[cts]
cts_buffers = 9
clock-sinks = 64
clockBufferDepth = 2
cts_tree = built
root_buffer = clkbuf_8
htreeDepth = 3
clk_pin_slew_ps = 70

[die]
core_area_um2 = 9640
io_pins = 129
fp-utilization_pct = 13.3
die_x_um = 119
num_rows = 36
die_h_um = 119
die-area_um2 = 14200

[placed_design]
portBuffers = 128
gp_congestion = 0.695
place_area_um2 = 2730
dp_slack_ps = 17.1

[setup_path]
crit_type = flip-flop to output pin
worstPathRequired_ps = 800
max_stage_delay_ps = 300
critPathSlowestCell = dfxtp_1
worst_setup_path_start_kind = flip-flop
crit_buf_inv = 1
crit_path_end_kind = output pin
crit_fanout = 1
arrival_ps = 740
critPathTopFamily = flip-flops
crit_chain = buf_2

[routing]
drt-initial-drc-count = 15
ant_nets = 0
antenna_cells = 0
drc = 0
drtPass1Iterations = 3
vias = 967
routed_wl_um = 3940
via_per_inst = 2.84
wl_per_cell_um = 11.6

[grt]
grt.total_usage_pct = 5.34
grt_pass1_wl_um = 6000
gr-total-overflow = 0
antenna_found_initial = 0
grt_pass1_vias = 1084
grt_max_degree = 12

[layout]
largestRegisters = F_predPC (64)
nFillCells = 1036
regMostFlops = F_predPC
drive_gt1_share_pct = 38.5
design_area_um2 = 2620
largest_reg_flops = 64
num-multi-input-gates = 0
area_growth_syn_to_layout_pct = 104
logic_area_um2 = 0

[job]
warnings = 25
cap_violations = 0
-- metrics by stage --
step | std cells | hold WS, ps | util (%)
global placement | 325 | 650 | 28.3
detailed placement | 325 | 652 | 28.3
CTS | 341 | 277 | 27.1
global route | 341 | 280 | 27.1
finish | 341 | 310 | 27.1
floorplan | 64 | 228 | -
-- cell type report --
| type | instances | area [um^2] | share of cell area, % |
|---|---|---|---|
| sequential | 64 | 1280 | 49.0 |
| clock buffer | 11 | 151 | 5.79 |
| tap | 133 | 166 | 6.36 |
| timing repair buffer | 128 | 961 | 36.7 |
| clock inverter | 5 | 55.1 | 2.11 |
-- routing by layer --
metal | routed length [um] | global-route usage, % | up-vias
li1 | - | - | 473
met4 | 94 | 1.30 | 0
met2 | 2070 | 9.65 | 55
met5 | 0 | 0 | -
met1 | 1420 | 5.19 | 433
met3 | 359 | 2.88 | 6
-- path summary, 6_finish.rpt --
path | start | to | slack (ps) | cells past startpoint
max | F_predPC[0] | F_predPC[0] | 60 | 1
min | f_pc[4] | F_predPC[4] | 310 | 1
-- power by group --
part / internal, W / switching (W) / total, W
Sequential: 0.00268 / 0.0000248 / 0.00271
Combinational: 0.000296 / 0.0000486 / 0.000345
Clock: 0.00128 / 0.000982 / 0.00226
-- cells in the final DEF, fill, tap and decap left out --
cell type	netlist	routed
clkinvlp_4	0	2
clkinv_2	0	2
bufinv_16	0	1
dfxtp_1	64	64
clkdlybuf4s50_1	0	64
buf_2	0	64
clkbuf_8	0	11
-- timing repair --
item                                    CTS  global route
gates resized                           194             0
buffers inserted                          0             0
hold buffers                              0             0
endpoints found under the setup margin   64             0
-- cell families (layout without fill, tap and decap cells) --
logic type	count (synthesis)	in the layout	share of synthesized area (%)
flip-flops	64	64	100
buffers and inverters	0	144	0
Power figures rest on the tool's default switching activity, not on a simulated workload.
