[flow/run.sh]
#!/bin/bash
# OpenROAD 26Q1-2900-gdf79404cd8, Yosys 0.63+post, stock flow scripts
make -C /OpenROAD-flow-scripts/flow DESIGN_CONFIG=/design/flow/config.mk WORK_HOME=/design/flow/orfs finish
[flow/config.mk]
export PLATFORM = sky130hd
export DESIGN_NAME = pipe_logic
export DESIGN_NICKNAME = pipe_logic
export VERILOG_FILES = /design/flow/design.v
export SDC_FILE = /design/flow/constraint.sdc
export NUM_CORES = 4
export LEC_CHECK = 1
export CORE_AREA = 10 10 70 70
export DIE_AREA = 0 0 80 80
[flow/constraint.sdc]
current_design pipe_logic

set clk_period 2.2
set clk_io_pct 0.2

create_clock -name clk0 -period $clk_period

set non_clock_inputs [all_inputs -no_clocks]
set_input_delay [expr $clk_period * $clk_io_pct] -clock clk0 $non_clock_inputs
set_output_delay [expr $clk_period * $clk_io_pct] -clock clk0 [all_outputs]
[flow/design.v]
module pipe_logic(input [3:0]D_icode, input[3:0]d_srcA, input[3:0]d_srcB, input[3:0]E_icode, 
input[3:0]E_dstM, input[3:0]M_icode, input[1:0]m_stat, input[1:0]W_stat, input e_cnd,
output reg W_stall, output reg M_bubble, output reg set_cc, output reg E_bubble, 
output reg D_bubble, output reg D_stall, output reg F_stall);
always @(*)
begin
  set_cc=1'b1;
  W_stall= 1'b0;
  M_bubble= 1'b0;
  E_bubble= 1'b0;
  D_bubble= 1'b0;
  D_stall= 1'b0;
  F_stall= 1'b0;
  F_stall= (((E_icode==4'b0101 || E_icode== 4'b1011)&&(E_dstM== d_srcA || E_dstM== d_srcB))||(D_icode==4'b1001||E_icode==4'b1001||M_icode==4'b1001));
  D_bubble= ((E_icode==4'b0111 && !e_cnd)||((!((E_icode==4'b0101 || E_icode== 4'b1011)&&(E_dstM== d_srcA || E_dstM== d_srcB)))&&(D_icode==4'b1001||E_icode==4'b1001||M_icode==4'b1001)));
  D_stall= ((E_icode==4'b0101 || E_icode== 4'b1011)&&(E_dstM== d_srcA || E_dstM== d_srcB));
  E_bubble= ((E_icode==4'b0111 && !e_cnd)||((E_icode==4'b0101 || E_icode== 4'b1011)&&(E_dstM== d_srcA || E_dstM== d_srcB)));
  set_cc= ((E_icode==4'b0110)&&(m_stat==2'b00)&&(W_stat==2'b00));
  M_bubble= (!(m_stat==2'b00))||(!(W_stat==2'b00));
  W_stall= !(W_stat==2'b00);
end
endmodule
==> impl_metrics.ini <==
; synthesis and place-and-route metrics
[run_status]
status = complete, no violations

[layout]
lay_top_count = clkdlybuf4s50_1
logic_area_um2 = 223
utilization = 0.195
stdcell_area_um2 = 664
nFillCells = 391
seqCellArea_um2 = 0
areaGrowthSynthToFinish_pct = 197
clockBufferCount = 0
drive_above_1_share = 0.314
lay_top_cells = 14 x clkdlybuf4s50_1, 10 x dlygate4sd2_1, 8 x xor2_1
flops = 0

[final_timing]
tns_ns = 0
slew_viol_final = 0
relSlewSlack = 0.796
fmax_mhz = 464
hold_slack_ns = 1.35
finalCritPeriodShare = 0.979
setup_viol = 0
worstMarginPinSlew_ns = 0.303
hold_viol_final = 0
min_period_ns = 2.15

[critical_path]
cp_max_fo = 2
slowest_stage = clkdlybuf4s50_1
slowest_delay_ns = 0.40
critPathTopFamily = buffers and inverters
start_kind = primary input
crit_arrival_ns = 1.71
crit_buf_inv = 4
required_ns = 1.76
end_kind = output pin
path_class = primary input to output pin
path_cells = clkdlybuf4s50_1 > or2_1 > buf_4 > buf_4 > clkdlybuf4s50_1

[run]
tool_warnings = 32
drv_cap = 0

[floorplanning]
chipArea_mm2 = 0.00640
die_w_um = 80
coreArea_mm2 = 0.00342
initCoreUtil = 0.0656
die_h_um = 80
io_pins = 36
num_rows = 21

[placement]
hpwl_um = 1180
gp_congestion = 0.918
port_buffers = 36
place_area_um2 = 672

[drt]
totalWireLength_um = 1310
drc = 0
insertedDiodeCount = 0
drt-initial-drc-count = 17
vias = 375
dr.pass1.iters = 2
drtAntennaViolNets = 0
via_per_inst = 3.23
routedWlPerCell_um = 11.3

[logic_synthesis]
top_area_cell = xor2_1
avgSynthCellArea_um2 = 8.61
yosys_cells = 26
synth_cell_types = 16
syn-cell-area_um2 = 224
topCellsByArea = xor2_1 31%, nor4_4 9.5%, nor4bb_1 8.9%
yosys_area_um2 = 224
ys_seq_share = 0
yosysWarnings = 1
syn_inst = 26
top_cell_area_share = 0.313

[global_routing]
grtUsageTotal = 0.0386
grt_pass1_wl_um = 2020
grt_max_degree = 6
grt_pass1_vias = 434
antenna_found_initial = 0
grt_overflow = 0

[worst_hold_path]
hold_path_class = primary input to output pin

[power_and_ir_drop]
p_leak_nw = 0.298
ir_drop_mv = 0.0389
powerDensity_mw_per_mm2 = 132
finalPower_uw = 87.6
## kinds of logic (layout without fill, tap and decap cells)
kind of cell,Yosys count,after routing,synth area share
AND/OR/NAND/NOR,15,15,0.592
XOR/XNOR,8,8,0.313
AND-OR/OR-AND,2,2,0.0782
buffers and inverters,1,45,0.0167
## repair_timing
item	CTS	global route
hold buffers	0	0
resized	29	15
buffers inserted	4	0
pin swaps	13	5
setup endpoints to repair	6	5
## stage by stage
| stage | instances | worst slack [ns] |
|---|---|---|
| after global routing | 116 | -0.0361 |
| after global placement | 112 | -0.420 |
| after floorplan | 26 | 0.616 |
| final | 116 | 0.0464 |
| after detailed placement | 112 | -0.440 |
| after CTS | 116 | 0.0146 |
## final cells by class
cell class                      instances  area share
Inverter                                1     0.00565
Multi-Input combinational cell         25       0.335
Tap cell                               46      0.0866
Timing Repair Buffer                   44       0.573
## tightest hold or removal path: stages
cell and delay (ns):
dlygate4sd2_1 0.30, nor4_4 0.07, buf_2 0.11
## final timing paths
kind                    from       to  slack (ns)  depth (start not counted)
setup / recovery   W_stat[0]  W_stall        0.05                          5
hold / removal    E_icode[0]   set_cc        1.35                          3
## synth_stat cells (all sizes together)
cell type	n
and4bb	1
a21oi	1
or3	1
nor3	1
nand2	3
nor4	3
nor4bb	2
inv	1
and3b	1
nor3b	1
xor2	8
o221ai	1
or4b	1
or2	1
## where the power goes
part           switching, mW  internal (mW)  total [mW]
clock network              0              0           0
registers                  0              0           0
logic                 0.0278         0.0597      0.0876
total                 0.0278         0.0597      0.0876
## routing by layer
layer | routed length (µm) | vias to the layer above | share of wire | GRT usage
li1 | - | 188 | - | -
met1 | 723 | 152 | 0.55 | 0.0587
met2 | 329 | 35 | 0.25 | 0.0441
met3 | 253 | 0 | 0.19 | 0.0261
met4 | 0 | 0 | 0 | 0
met5 | 0 | - | 0 | 0
Power and IR drop assume default switching activity.
