**flow/run.sh**
```bash
#!/bin/bash
# OpenROAD 26Q1-2900-gdf79404cd8, Yosys 0.63+post, stock flow scripts
make -C /OpenROAD-flow-scripts/flow DESIGN_CONFIG=/design/flow/config.mk WORK_HOME=/design/flow/orfs finish
```
**flow/config.mk**
```make
export PLATFORM = sky130hd
export DESIGN_NAME = selectpc
export DESIGN_NICKNAME = selectpc
export VERILOG_FILES = /design/flow/design.v
export SDC_FILE = /design/flow/constraint.sdc
export NUM_CORES = 4
export LEC_CHECK = 1
export CORE_AREA = 10 10 131 131
export DIE_AREA = 0 0 141 141
```
**flow/constraint.sdc**
```tcl
current_design selectpc

set clk_period 14.3
set clk_io_pct 0.2

create_clock -name clk0 -period $clk_period

set non_clock_inputs [all_inputs -no_clocks]
set_input_delay [expr $clk_period * $clk_io_pct] -clock clk0 $non_clock_inputs
set_output_delay [expr $clk_period * $clk_io_pct] -clock clk0 [all_outputs]
```
**flow/design.v**
```verilog
module selectpc(input clk, input [63:0] F_predPC ,input M_cnd ,input [63:0] M_valA , input [63:0] W_valM , input [3:0] M_icode, input [3:0] W_icode 
, output reg [63:0] newPc );
always @(*)
begin
if(M_icode== 4'd7 && M_cnd==0)
    begin
        newPc= M_valA;
    end
    else if(W_icode== 4'd9)
    begin
        newPc= W_valM;
    end
    else
    begin
        newPc= F_predPC;
    end
end
endmodule
```
==> notes.md <==
This note records the results obtained with Yosys and OpenROAD.

Worst setup path
On the critical path, the stage with the largest delay is an instance of sky130_fd_sc_hd__and4bb_4. The end point of the critical path is newPc[60]. Per STA, the highest per-stage delay on the worst path measures about 0.80 ns. The timing report attributes the biggest portion of critical-path delay to buffers and inverters.

The buffer and inverter count on the worst path is 3. The data arrival time reported for the critical path is roughly 5.9 ns. Looking at the critical path, the highest net fanout was 34. The endpoint class of the critical path is an output pin. For reference, the critical path cell chain is clkdlybuf4s50_1, and4bb_4, buf_4, mux2_1, mux2_2, clkdlybuf4s50_1. The critical path crosses 6 cells after its start point.

The worst setup path startpoint is W_icode[2]. STA classifies the critical path startpoint as an input port. The most frequent cell on the critical path is sky130_fd_sc_hd__clkdlybuf4s50_1. The required time of the critical path is about 11 ns. The kind of critical path is input port to output pin.

Logic synthesis
By count the netlist is led by 120 x sky130_fd_sc_hd__mux2_4, 7 x sky130_fd_sc_hd__buf_12, 6 x sky130_fd_sc_hd__buf_2. The top cell type by total area after synthesis is sky130_fd_sc_hd__mux2_4. Yosys reports that the leading cell type by area covers between 80% and 90% of the netlist area.

Warnings reported by Yosys during synthesis add up to 1. The yosys stat cell total is approximately 140. After synthesis, the cell types taking the most area are sky130_fd_sc_hd__mux2_4 86%, sky130_fd_sc_hd__buf_12 6.7%, sky130_fd_sc_hd__mux2_1 2.2%, sky130_fd_sc_hd__mux2_2 2.2%, sky130_fd_sc_hd__buf_2 1.4%. The post-synth area from yosys stat is 2090 um^2. The mean instance size in the synthesized netlist is between 10 and 15 um^2.

Summing every instance area after synthesis gives 2090 um^2. For this run, the register share of the synthesized area comes to 0%. The synthesized instance count is approximately 140. The most popular library cell in the synthesized design by count is sky130_fd_sc_hd__mux2_4. The number of unique standard cell types used by synthesis is 8.

Global route
The first global-routing pass estimated around 14 mm of wire. Total global-route track usage over all layers is roughly 9%. The number of antenna violations at the first check in global routing is 0. The leftover overflow at the end of global routing is 0. Entering global routing, the biggest net connects 35 pins. The number of global-route vias before repair is roughly 2.4k.

Final layout
In the final layout, the clock buffer count is 0. The final core utilization is between 30% and 40%. The finished cells cover 4830 um^2. Cells with a size suffix above 1 make up 32.2% of the layout. Relative to the synthesized area, the layout overhead comes to 131%. There are 0 flip-flops and latches. The sequential cell area is 0 um^2.

The final-layout fill cell count is between 1k and 1.5k.

Place
The cell area reported after detailed placement is around 4800 um^2. The number of buffers inserted by port buffering is 265. The final weighted congestion in routability-driven placement is around 0.76. For this run the detailed placement stage logged an HPWL of a little under 9 mm.

Route
The detailed router finished its first iteration with 43 violations. After detailed routing, the average wire length per cell comes to between 15 and 20 um. In the routed netlist, the antenna diode instances number 0.

The DRC violation total left in the routed layout is recorded as 0. The number of iterations in the first detailed-routing pass is 4. Using the TritonRoute via totals, the vias-per-cell ratio works out to between 3 and 4. Per the post-route antenna check, the number of violating nets is 0.

The routed design has 9.70 mm of wire. The routed layout has ~2.1k vias.

Job
The total number of warnings across the stage logs is 33. The number of maximum-capacitance violations recorded for the run is 0.

Floorplanning
The area of the core is roughly 14,000 um^2. During I/O placement, the number of pins put on the boundary was 266. The die outline width is 141 um. The overall die size recorded for this design is roughly 20,000 um^2. According to the floorplan log, the row count is about 44. The overall die height is between 100 and 150 um. The floorplan core density is between 10% and 20%.

STA
The number of max-slew violations in the final report is 0. Post-route period utilization is reported as roughly three fifths. Setup repair after global routing left no endpoint under its margin. The transition time recorded at the tightest slew-check pin is between 0.7 and 0.8 ns. The number of setup violations in the final report is 0.

For the finished layout, the period the worst path requires is 8.72 ns. The final hold violation count recorded for this run is 0. The worst slew margin relative to its limit is 52.4%.

In this build the clock could be raised as far as around 110 MHz. The summed negative setup slack over all endpoints is 0 ns.

Power and ir drop
The power per cell area is between 20 and 30 nW/um^2. The cell leakage power is around 2.1 nW. The worst-case vdd ir drop is between 0.009 and 0.01 mV.

Clocking
The count of buffers added by post-CTS timing repair for setup is 0. In this run, post-CTS repair resized a total of 0 instances. After clock tree synthesis, the flow added hold-fix buffers numbering 0.

Run status
The run finished with clean final reports.

Hold path
The worst min-delay path class is input port to output pin.
-- placed cells by master (no fill, tap or decap) --
| cell | count |
|---|---|
| sky130_fd_sc_hd__clkdlybuf4s50_1 | 265 |
| sky130_fd_sc_hd__mux2_4 | 120 |
| sky130_fd_sc_hd__mux2_1 | 4 |
| sky130_fd_sc_hd__mux2_2 | 4 |
| sky130_fd_sc_hd__buf_4 | 2 |
| sky130_fd_sc_hd__and4bb_4 | 1 |
| sky130_fd_sc_hd__and4bb_1 | 1 |
| sky130_fd_sc_hd__nand2_4 | 1 |
-- layer usage --
layer	global-route usage [%]	vias up	part of all wire, %
li1	-	1059	-
met1	10.3	955	38
met3	3.75	0	11
met2	15.8	126	51
met5	0	-	0
met4	0	0	0
-- through the flow --
step	hold slack (ns)	power (W)	setup slack (ns)	cells
after floorplan	5.82	0.0000409	7.44	144
after global placement	6.76	0.000124	5.54	582
after detailed placement	6.76	0.000125	5.53	582
after CTS	6.76	0.000126	5.51	582
after global routing	6.77	0.000132	5.39	582
final	6.75	0.000123	5.58	582
-- power by group --
group	internal (W)	switching [W]	total [W]
registers	0	0	0
clock network	0	0	0
logic	0.000102	0.0000219	0.000123
-- cells by family (layout without fill, tap and decap cells) --
logic type,after synthesis,in the layout,synth area share [%]
buf+inv,13,267,8.12
mux,128,128,90.3
simple gates,3,3,1.55
-- cell type report --
| class | instances | area, um^2 | area share, % |
|---|---|---|---|
| repair buffers | 267 | 2670 | 55.2 |
| multi-input cells | 131 | 1930 | 40.0 |
| well taps | 184 | 230 | 4.77 |
-- worst min path at each step --
stage | endpoint | cells past startpoint | slack, ns | start
global route | newPc[62] | 3 | 6.77 | M_valA[62]
finish | newPc[9] | 3 | 6.75 | M_valA[9]
CTS | newPc[10] | 3 | 6.76 | M_valA[10]
Power figures rest on the tool's default switching activity, not on a simulated workload.
